$ cat design/flow/run.sh
#!/bin/bash
# OpenROAD 26Q1-2900-gdf79404cd8, Yosys 0.63+post, stock flow scripts
make -C /OpenROAD-flow-scripts/flow DESIGN_CONFIG=/design/flow/config.mk WORK_HOME=/design/flow/orfs finish
$ cat design/flow/config.mk
export PLATFORM = sky130hd
export DESIGN_NAME = memory_16bit
export DESIGN_NICKNAME = memory_16bit
export VERILOG_FILES = /design/flow/design.v
export SDC_FILE = /design/flow/constraint.sdc
export NUM_CORES = 4
export LEC_CHECK = 1
export CORE_AREA = 10 10 81 81
export DIE_AREA = 0 0 91 91
$ cat design/flow/constraint.sdc
current_design memory_16bit

set clk_period 4.8
set clk_io_pct 0.2

create_clock -name clk0 -period $clk_period [get_ports {clk}]

set non_clock_inputs [all_inputs -no_clocks]
set_input_delay [expr $clk_period * $clk_io_pct] -clock clk0 $non_clock_inputs
set_output_delay [expr $clk_period * $clk_io_pct] -clock clk0 [all_outputs]
$ cat design/flow/design.v
`timescale 1ns / 1ps
module memory_16bit(
        input reg clk,
		input wire [15:0]data_in,
		input wire [7:0]address,
		output reg [15:0]data_out,
		input write_en
	);	
	reg [15:0]mem[0:255];
	always @(posedge clk) begin
		if (write_en)
			mem[address]<= data_in;
		else ;
		data_out <=mem[addr];
	end
endmodule
==> results.yml <==
# implementation run metrics
route:
  routed_wl_um: 1610
  antenna_cells: 0
  drtPass1Iterations: 2
  ant_nets: 0
  wl_per_cell_um: 10.7
  first_iter_violations: 8
  vias: 439
  via_per_inst: 2.91
  drc: 0
finish:
  mostFrequentLayoutCells: "41 x clkdlybuf4s50_1, 16 x dfxtp_1, 16 x edfxtp_1, 7 x clkbuf_8"
  logic_area_um2: 21.3
  final_layout_size_suffix_gt1_frac: 0.0952
  design_area_um2: 1440
  layout_top_cell: "clkdlybuf4s50_1"
  area_delta_synth_final_pct: 75.5
  register_area_um2: 801
  fin_util: 0.299
  fill_cells: 487
  fin_cells: 151
final_timing:
  finalClockPeriodUsage: 0.495
  setup_viol: 0
  holdWs_ns: 0.339
  slew_headroom: 0.547
  rsz0062_at_grt: "no"
  tightest_slew_ns: 0.679
  tns_ns: 0
  fmax_mhz: 421
  final.setup.worst_slack_ns: 2.42
  drv_slew: 0
  clock_skew_ns: 0.000638
  fin_crit_ns: 2.38
  hold_viol: 0
cts:
  clkSlewWorstSetupHoldPaths_ns: 0.06
  postCtsSetupBuffers: 0
  cts_buffers: 5
  insertion_delay_ns: 0.27
  cts-root-buf: "clkbuf_8"
  cts.sinks: 32
  htree_levels: 2
  post_cts_resized: 0
  tritoncts: "yes"
  holdBufCountCts: 0
  clk_path_buf_depth: 2
synthesis:
  synth.area.top_cells: "edfxtp_1 58%, dfxtp_1 39%, and4b_1 1.2%, nor4_1 0.76%, nor3_1 0.61%"
  yosysTopAreaCell: "edfxtp_1"
  yosys-stat-area_um2: 822
  avgSynthCellArea_um2: 23.5
  synth_area_um2: 822
  yosysCellCount: 35
  synth.distinct_cells: 5
  top_cell_area_share: 0.584
  synthCells: 35
  yosys_warnings: 3
  synth_seq_share: 0.974
  ys_seq_elements: 32
worst_setup_path:
  regToRegStartpoint: "mem[0][15]"
  arrival_ns: 2.28
  r2r_slack_ns: 4.31
  r2r_end: "data_out[15]"
  crit_chain: "clkdlybuf4s50_1, nor4_1, and4b_1"
  reg2reg_depth: 0
  slowest_stage: "and4b_1"
  critPathMaxFanout: 16
  required_ns: 4.70
  cpPeakStageDelay_ns: 0.67
  critPathLaunchType: "primary input"
  crit_type: "primary input to register"
  end_kind: "register"
run_status:
  outcome: "complete, no violations"
power_and_ir_drop:
  power.density_nw_per_um2: 398
  peakVddDrop_uv: 176
  p_leak_nw: 0.511
  power.total_mw: 0.574
worst_hold_path:
  worstHoldStart: "mem[0][8]"
  hold_path_end: "data_out[8]"
  hold_depth: 0
  hp-class: "register to register"
floorplan:
  design.die.area_um2: 8280
  rows: 25
  die_w_um: 91
  fp-utilization: 0.171
  core_region_area_um2: 4820
  die_h_um: 91
  io_pins: 42
global_routing:
  grt.overflow.total: 0
  grt_usage: 0.0384
  grt_max_degree: 17
  grt_pass1_wl_um: 2420
  antenna_found_initial: 0
  grt_pass1_vias: 516
placed_design:
  io_buffers: 41
  placed_cells: 143
  dpl_cell_area_um2: 1320
  gp_congestion: 0.713
  dp_slack_ns: 2.12
job:
  tool_warnings: 25
  maxCapViolations: 0
## layer usage
metal,vias to the layer above,global-route usage,part of all wire
li1,222,-,-
met1,184,0.0311,0.31
met2,30,0.0680,0.51
met3,3,0.0340,0.16
met4,0,0.00653,0.011
met5,-,0,0
## synthesized netlist by cell type
cell / count
and4b_1: 1
edfxtp_1: 16
dfxtp_1: 16
nor4_1: 1
nor3_1: 1
## layout make-up
type                       instances  share of cell area
multi-input combinational          3              0.0147
timing repair buffer              41               0.284
tap                               67              0.0581
clock inverter                     1              0.0208
clock buffer                       7              0.0668
sequential                        32               0.555
## sequential cells by signal (all words and copies together) (netlist names)
signal / cells
mem: 16
data_out: 16
## where the power goes
group / leakage, nW / switching, mW / total, mW / internal [mW]
clock network: 0.0645 / 0.0832 / 0.266 / 0.183
registers: 0.279 / 0.000108 / 0.287 / 0.287
logic: 0.168 / 0.00273 / 0.0209 / 0.0182
total: 0.511 / 0.0861 / 0.574 / 0.488
## kinds of logic after synthesis
kind of cell / Yosys count / synth area share
AND/OR/NAND/NOR: 3 / 0.0259
flip-flops: 32 / 0.974
## how the worst max path moves through the flow
stage	end	startpoint	cells after the start
CTS	mem[0][3]	address[1]	3
finish	mem[0][6]	address[1]	3
global route	mem[0][6]	address[1]	3
## critical path, delay by kind of cell
family	cells	cell delay, ns
buffers and inverters	1	0.40
AND/OR/NAND/NOR	2	0.91
Power and IR drop assume default switching activity.
