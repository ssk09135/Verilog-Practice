==> design.v <==
module register_16bit (
	input reg clk,
	input wire reset,
	input wire [15:0]D,
	output reg [15:0]Q
);
	always @(posedge clk or posedge reset) begin
		if (reset)
			out <=16'b0000_0000_0000_0000;
		else
			Q<=D;
	end
endmodule
==> run.sh <==
#!/bin/bash
# OpenROAD 26Q1-2900-gdf79404cd8, Yosys 0.63+post, stock flow scripts
make -C /OpenROAD-flow-scripts/flow DESIGN_CONFIG=/design/flow/config.mk WORK_HOME=/design/flow/orfs finish
==> config.mk <==
export PLATFORM = sky130hd
export DESIGN_NAME = register_16bit
export DESIGN_NICKNAME = register_16bit
export VERILOG_FILES = /design/flow/design.v
export SDC_FILE = /design/flow/constraint.sdc
export NUM_CORES = 4
export LEC_CHECK = 1
export CORE_AREA = 10 10 74 74
export DIE_AREA = 0 0 84 84
==> constraint.sdc <==
current_design register_16bit

set clk_period 1.0
set clk_io_pct 0.2

create_clock -name clk0 -period $clk_period [get_ports {clk}]

set non_clock_inputs [all_inputs -no_clocks]
set_input_delay [expr $clk_period * $clk_io_pct] -clock clk0 $non_clock_inputs
set_output_delay [expr $clk_period * $clk_io_pct] -clock clk0 [all_outputs]
==> impl_metrics.py <==
# Metrics from the implementation run
metrics = {
    "floorplan": {
        "die_h_um": 84,
        "core_region_area_sq_um": 3970,
        "die_area_sq_um": 7060,
        "num_io_pins": 34,
        "rows": 23,
        "floorplan.core_util_pct": 12.2,
        "die_w_um": 84,
    },
    "synthesis": {
        "synth_area_per_cell_sq_um": 28.5,
        "yosysCellCount": 17,
        "synth_cell_types": 2,
        "ys.flops": 16,
        "ys_warn_count": 3,
        "syn_area_sq_um": 484,
        "ys_seq_share_pct": 99.2,
        "synth_cells": 17,
        "yosys_area_sq_um": 484,
    },
    "run": {
        "warnings": 25,
        "drv_cap": 0,
    },
    "cells_and_area": {
        "fillerInstances": 432,
        "register_area_sq_um": 480,
        "drive_above_1_share_pct": 37.5,
        "largestRegisters": "Q (16)",
        "instances_no_fill": 106,
        "regMostFlops": "Q",
        "mostFrequentLayoutCell": "clkdlybuf4s50_1",
        "mi_logic_area_sq_um": 0,
        "largest_reg_flops": 16,
        "lay_top_cells": "17 x clkdlybuf4s50_1, 16 x edfxtp_1, 10 x buf_2",
        "syn_to_final_growth_pct": 79.6,
        "comb_cells": 0,
    },
    "hold_path": {
        "worstHoldPathCells": 1,
        "min_from": "D[1]",
        "hold_path_class": "primary input to flip-flop",
    },
    "cts": {
        "numCtsBuffers": 3,
        "cts_tree": "yes",
        "clock-sinks": 16,
        "clk_pin_slew_worst_paths_ns": 0.06,
        "clockBufferDepth": 2,
        "root_buffer": "clkbuf_8",
        "cts.hold.buffers_added": 0,
        "cts_htree_levels": 1,
    },
    "timing": {
        "min_period_over_period_pct": 92.2,
        "hold_slack_ns": 0.507,
        "slew-limit-headroom_pct": 92.0,
        "final-max-slew-violation-count": 0,
        "max_clock_freq_mhz": 1080,
        "rsz0062_at_grt": "false",
        "tns_ns": 0,
        "hold_viol_final": 0,
        "tightest_slew_ns": 0.120,
        "period_minus_slack_ns": 0.922,
        "setup_viol": 0,
    },
    "drt": {
        "firstDrtPassIters": 2,
        "drt_wl_total_mm": 1.32,
        "wl_per_cell_um": 12.5,
        "via_per_inst": 2.77,
        "vias": 294,
        "drc": 0,
        "diodes": 0,
        "first_iter_violations": 18,
        "ant_nets": 0,
    },
    "setup_path": {
        "cp-start-kind": "flip-flop",
        "endpoint_kind": "output pin",
        "crit_chain": "buf_2",
        "crit_buf_inv": 1,
        "path_class": "flip-flop to output pin",
        "cp_top_family": "flip-flops",
        "critPathMaxFanout": 1,
        "cp.arrival_ns": 0.72,
        "slowest_delay_ns": 0.36,
        "crit_start": "Q[13]",
        "crit_cells": 1,
        "worstPathRequired_ns": 0.80,
        "cp_slowest_cell": "edfxtp_1",
    },
    "placement": {
        "io_buffers": 33,
        "place_inst": 102,
        "gp_congestion": 0.741,
    },
    "grt": {
        "grt-ovfl-total": 0,
        "grt_antenna_before_repair": 0,
        "grt_start_max_net_pins": 15,
        "grt_pass1_vias": 334,
        "track_usage_pct": 3.71,
        "grt_pass1_wl_mm": 1.95,
    },
    "power": {
        "worst_ir_drop_vdd_v": 0.000657,
        "power_density_nw_per_um2": 1620,
        "p_leak_nw": 0.330,
        "total_power_mw": 1.41,
    },
    "outcome": {
        "outcome": "completed",
    },
}
[cells by family (layout without fill, tap and decap cells)]
group | after synthesis | after routing | share of synthesized area (%)
DFF | 16 | 16 | 99.2
buffers and inverters | 1 | 40 | 0.774
[synth_stat cells (all sizes together)]
master	count	area, sq um
edfxtp	16	480
inv	1	3.75
[stage by stage]
step	setup slack [ns]	area (sq um)	utilization [%]
6_report	0.0779	870	21.9
4_1_cts	0.000966	900	22.7
3_5_place_dp	-0.164	905	22.8
5_1_grt	0.0255	870	21.9
3_3_place_gp	-0.155	905	22.8
2_1_floorplan	0.115	484	-
[routing by layer]
layer,vias up,global-route usage [%],wire length (um)
li1,146,-,-
met1,123,4.26,560
met2,23,5.37,578
met3,2,3.05,170
met4,0,0.457,13
met5,-,0,0
[area by class of cell]
type                  count  area share [%]
sequential               16            55.3
timing repair buffer     35            31.9
tap                      50            7.19
clock buffer              3            4.75
clock inverter            1           0.432
inverter                  1           0.432
[repair_timing]
| item | 4_1_cts | 5_1_grt |
|---|---|---|
| resized | 43 | 6 |
| setup endpoints to repair | 16 | 6 |
| buffers inserted | 0 | 0 |
[power breakdown]
| group | switching, mW | leakage (nW) | internal, mW | total, mW |
|---|---|---|---|---|
| registers | 0.00967 | 0.157 | 0.797 | 0.806 |
| clock network | 0.204 | 0.0231 | 0.272 | 0.475 |
| logic | 0.0329 | 0.150 | 0.0984 | 0.131 |
[final timing paths]
kind / to / slack (ns)
worst max-delay path: Q[13] / 0.08
worst min-delay path: Q[1] / 0.51
Power is estimated from default activity; no workload was simulated.
